## flow/design.v

```verilog
module halfadder(a, b, sum, carry);
input  a, b;
output sum, carry;
assign sum   = a ^ b;
assign carry = a & b;
endmodule
module fulladder(a, b, cin, sum, cout);
  input  a, b, cin;
  output sum, cout;
  wire s1;
  wire c1;
  wire c2;
  halfadder HA1(a,  b,   s1, c1);
  halfadder HA2(s1, cin, sum, c2);
  assign cout = c1 | c2;
endmodule
module RCA(A, B, Result);
  input  [31:0] A, B;
  output [31:0] Result;
  reg    [31:0] Result;
  reg    [32:0] LocalCarry;
  integer i;
  always@(A or B)
      begin
          LocalCarry = 33'd0;
          for(i = 0; i < 32; i = i + 1)
              begin
                  Result[i] = A[i] ^ B[i] ^ LocalCarry[i];
                  LocalCarry[i+1] = (A[i] & B[i]) |
                                    (LocalCarry[i] & (A[i] | B[i]));
              end
      end
endmodule
module cla4(
    input  [3:0] A,
    input  [3:0] B,
    input        Cin,
    output [3:0] Sum,
    output       P,
    output       G
);
    wire [3:0] p, g;
    wire c1, c2, c3;
    assign p = A ^ B;
    assign g = A & B;
    assign c1 = g[0] | (p[0] & Cin);
    assign c2 = g[1] | (p[1] & g[0]) | (p[1] & p[0] & Cin);
    assign c3 = g[2] | (p[2] & g[1]) | (p[2] & p[1] & g[0]) | (p[2] & p[1] & p[0] & Cin);
    assign Sum[0] = p[0] ^ Cin;
    assign Sum[1] = p[1] ^ c1;
    assign Sum[2] = p[2] ^ c2;
    assign Sum[3] = p[3] ^ c3;
    assign P = p[3] & p[2] & p[1] & p[0];
    assign G = g[3] | (p[3] & g[2]) | (p[3] & p[2] & g[1]) | (p[3] & p[2] & p[1] & g[0]);
endmodule
module CLA32(
    input  [31:0] A,
    input  [31:0] B,
    input         cin,
    output [31:0] Result,
    output        Cout
);
    wire [31:0] Bx;
    wire [7:0]  Pblk, Gblk;
    wire [8:0]  Cblk;
    assign Bx = B ^ {32{cin}};
    assign Cblk[0] = cin;
    genvar i;
    generate
        for (i = 0; i < 8; i = i + 1) begin : gen_carry
            assign Cblk[i+1] = Gblk[i] | (Pblk[i] & Cblk[i]);
        end
    endgenerate
    generate
        for (i = 0; i < 8; i = i + 1) begin : gen_cla
            cla4 U(
                .A   (A[4*i +: 4]),
                .B   (Bx[4*i +: 4]),
                .Cin (Cblk[i]),
                .Sum (Result[4*i +: 4]),
                .P   (Pblk[i]),
                .G   (Gblk[i])
            );
        end
    endgenerate
    assign Cout = Cblk[8];
endmodule
```

## flow/run.sh

```bash
#!/bin/bash
# OpenROAD 26Q1-2900-gdf79404cd8, Yosys 0.63+post, stock flow scripts
make -C /OpenROAD-flow-scripts/flow DESIGN_CONFIG=/design/flow/config.mk WORK_HOME=/design/flow/orfs finish
```

## flow/config.mk

```make
export PLATFORM = sky130hd
export DESIGN_NAME = RCA
export DESIGN_NICKNAME = RCA
export VERILOG_FILES = /design/flow/design.v
export SDC_FILE = /design/flow/constraint.sdc
export NUM_CORES = 4
export LEC_CHECK = 1
export CORE_AREA = 10 10 113 113
export DIE_AREA = 0 0 123 123
```

## flow/constraint.sdc

```tcl
current_design RCA

set clk_period 12.5
set clk_io_pct 0.2

create_clock -name clk0 -period $clk_period

set non_clock_inputs [all_inputs -no_clocks]
set_input_delay [expr $clk_period * $clk_io_pct] -clock clk0 $non_clock_inputs
set_output_delay [expr $clk_period * $clk_io_pct] -clock clk0 [all_outputs]
```

==> run_results.csv <==
group,metric,value,unit
clocking,cts_setup_buffers,0,
final_layout,layout.cells.non_filler,268,
floorplanning,fp_util,6.30,%
final_layout,area_growth_syn_to_layout,177,%
power_and_ir_drop,p_total,0.0799,mW
placed_design,detailed_place_hpwl,3430,µm
timing,fin_tns_setup,-22.58,ns
routing,drt-total-wl,3460,µm
timing,setup_viol,11,
run,tool_warnings,35,
final_layout,final_layout_size_suffix_gt1_share,36.4,%
global_route,grt_overflow,0,
synth,ys_area,651,µm²
final_layout,nFillCells,1132,
final_layout,final_area,1810,µm²
setup_path,worstPathMaxFanout,1,
routing,via_per_inst,2.75,
final_layout,ff_count,0,
floorplanning,ios,96,
floorplanning,die_x,123,µm
synth,yosysTopAreaCell,"fa_1",
timing,maxSlewHeadroom,90.5,%
routing,first_iter_violations,1,
synth,topCellsByArea,"fa_1 (92%), xnor3_1 (3.5%), inv_1 (2.3%), ha_1 (1.9%)",
timing,hold_viol,0,
timing,clock.fmax,62.6,MHz
floorplanning,die-area,15100,µm²
routing,wl_per_cell,12.9,µm
routing,ant_nets,0,
global_route,grt_pass1_wl,5090,µm
global_route,grt.total_usage,4.29,%
global_route,grt_max_degree,2,
global_route,grt_pass1_vias,923,
placed_design,gp_congestion,0.875,
final_layout,regArea,0,µm²
timing,period_used_share,128,%
run,cap_violations,0,
power_and_ir_drop,ir_drop,0.0148,mV
synth,synthDistinctLibCells,4,
setup_path,cpMaxStageDelayCell,"fa_2",
setup_path,start_kind,"input pin",
setup_path,worst_ep_arrival_time,13.48,ns
timing,fin_crit,15.98,ns
timing,tightest_slew,0.142,ns
timing,setup_ws,-3.48,ns
run_status,status,"finished, violations left",
floorplanning,rows,37,
floorplanning,die_h,123,µm
placed_design,post_dp_cell_area,1870,µm²
synth,synth_top_area_share,92.3,%
synth,ys_warn_count,1,
clocking,hold_buffers,0,
timing,grt_setup_unrepaired,"yes",
routing,n_antenna_cell,0,
synth,syn_area,651,µm²
synth,avgSynthCellArea,18.1,µm²
final_layout,fin_util,17.5,%
final_layout,nClkBuffers,0,
synth,yosysSeqAreaShare,0,%
global_route,antenna_found_initial,0,
setup_path,path_class,"in -> out",
timing,slew_viol_final,0,
routing,first_pass_iters,2,
synth,synth_cells,36,
synth,yosysCellCount,36,
floorplanning,core-area,10300,µm²
placed_design,port_buffers,96,
routing,vias,737,
final_layout,logic_area,723,µm²
placed_design,post-place-ws,-4.26,ns
timing,whs,5.65,ns
setup_path,critical_path.max_stage_delay,0.43,ns
power_and_ir_drop,p_leak,0.620,nW
worst_hold_path,hp-class,"in -> out",
routing,drc,0,
power_and_ir_drop,powerDensity,44.3,nW/µm²
run_status,violations,"negative setup slack",
placed_design,placed_cells,268,
setup_path,worstSetupEndpointType,"output pin",
setup_path,worstPathRequired,10.00,ns
setup_path,path_common_cell,"fa_2",
-- cell usage after synthesis --
cell type,n
fa_1,30
inv_1,4
ha_1,1
xnor3_1,1
-- worst max-delay path, delay by kind of cell --
family                     cells  cell delay (ns)
adders and majority gates     31            10.65
buffers and inverters          4             0.30
-- power by group --
| part | switching [mW] | total (mW) | leakage, nW | internal, mW |
|---|---|---|---|---|
| Combinational | 0.0235 | 0.0799 | 0.620 | 0.0565 |
| Sequential | 0 | 0 | 0 | 0 |
| Clock | 0 | 0 | 0 | 0 |
-- placed cells by master, fill, tap and decap left out, drive strengths merged --
cell / netlist / final
clkdlybuf4s15: 0 / 1
dlygate4sd2: 0 / 1
inv: 4 / 4
clkdlybuf4s50: 0 / 79
buf: 0 / 15
fa: 30 / 30
xnor3: 1 / 1
ha: 1 / 1
-- worst paths after layout --
kind / slack, ns / depth (start not counted) / start / endpoint
worst max-delay path: -3.48 / 35 / A[0] / Result[30]
worst min-delay path: 5.65 / 3 / B[0] / Result[0]
-- cells by family (layout without fill, tap and decap cells) --
kind of cell,after synthesis,after routing,share of synthesized area (%)
buffers and inverters,4,100,2.31
adders and majority gates,31,31,94.2
xor gates and xnor gates,1,1,3.46
-- layout make-up --
cell class	count	share of cell area, %
Inverter	4	0.832
Timing Repair Buffer	96	49.7
Tap cell	136	9.42
Multi-Input combinational cell	32	40.1
-- timing repair --
action,in CTS,in global routing
endpoints found under the setup margin,14,12
resized,57,0
pin swaps,5,4
endpoints found under the hold margin,0,0
-- metal layers --
layer | vias to the layer above | GRT usage (%) | part of all wire [%]
met2 | 97 | 6.49 | 36
met1 | 342 | 4.80 | 36
met3 | 0 | 3.75 | 27
met4 | 0 | 0 | 0
li1 | 298 | - | -
met5 | - | 0 | 0
Power is estimated from default activity; no workload was simulated.
