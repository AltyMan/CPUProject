[/design/flow/design.v]
module control (
    input wire clock, reset, stop,
    input wire [31:0] IR,
    input wire CON_FF,
    input wire IRQ,
    input wire IE_out,
    output wire EPCin, EPCout,
    output wire IVRin, IVRout,
    output wire set_IE, clear_IE,
    output wire GPR_Rin, GPR_Rout,
    output wire [15:0] RinHI, RoutHI,
    output wire IRin, MARin, RZout, RYin, RBin, PCjump, MDRread, CONin,
    output wire [15:0] ALUControl,
    output wire Gra, Grb, Grc, BAout, Cout,
    output wire RAMread, RAMwrite,
    output wire InPortStrobe, OutPortEnable,
    output reg run
);
    wire op_halt = (IR[31:27] == 5'b11011);
    always @(posedge clock or posedge reset) begin
        if (reset) run <= 1'b1;
        else if (stop || op_halt) run <= 1'b0;
    end
    reg [2:0] state;
    wire T0 = (state == 3'd0);
    wire T1 = (state == 3'd1);
    wire T2 = (state == 3'd2);
    wire T3 = (state == 3'd3);
    wire T4 = (state == 3'd4);
    wire T5 = (state == 3'd5);
    wire T_INT1 = (state == 3'd6);
    wire T_INT2 = (state == 3'd7);
    wire [4:0] opcode = IR[31:27];
    wire op_add = (opcode == 5'b00000);
    wire op_sub = (opcode == 5'b00001);
    wire op_and = (opcode == 5'b00010);
    wire op_or = (opcode == 5'b00011);
    wire op_shr = (opcode == 5'b00100);
    wire op_shra = (opcode == 5'b00101);
    wire op_shl = (opcode == 5'b00110);
    wire op_ror = (opcode == 5'b00111);
    wire op_rol = (opcode == 5'b01000);
    wire op_neg = (opcode == 5'b01110);
    wire op_not = (opcode == 5'b01111);
    wire op_addi = (opcode == 5'b01001);
    wire op_andi = (opcode == 5'b01010);
    wire op_ori = (opcode == 5'b01011);
    wire op_mul = (opcode == 5'b01101);
    wire op_div = (opcode == 5'b01100);
    wire op_ld = (opcode == 5'b10000);
    wire op_ldi = (opcode == 5'b10001);
    wire op_st = (opcode == 5'b10010);
    wire op_br = (opcode == 5'b10101);
    wire op_jr = (opcode == 5'b10100);
    wire op_jal = (opcode == 5'b10011);
    wire op_mfhi = (opcode == 5'b11000);
    wire op_mflo = (opcode == 5'b11001);
    wire op_in = (opcode == 5'b10110);
    wire op_out = (opcode == 5'b10111);
    wire op_nop = (opcode == 5'b11010);
    wire op_rfi = (opcode == 5'b11100);  
    wire op_ei = (opcode == 5'b11101);  
    wire op_di = (opcode == 5'b11110);  
    wire op_mtivr = (opcode == 5'b11111);  
    wire is_alu_r = (op_add | op_sub | op_and | op_or | op_shr | op_shra | op_shl | op_ror | op_rol);
    wire is_alu_2op = (op_not | op_neg); 
    wire is_alu_i = (op_addi | op_andi | op_ori | op_ldi);
    wire is_md = (op_mul | op_div);
    wire instruction_done = 
        (T3 & (is_alu_r | is_alu_2op | is_alu_i)) | 
        (T5 & (op_ld | op_st)) |
        (T4 & op_br) |
        (T1 & (op_jr | op_mfhi | op_mflo | op_in | op_out | op_nop | op_rfi | op_ei | op_di | op_mtivr)) |
        (T2 & op_jal) | 
        (T4 & is_md);
    always @(posedge clock or posedge reset) begin
        if (reset) state <= 3'd0;
        else if (run) begin
            if (instruction_done) begin
                if (IRQ && IE_out) state <= 3'd6;
                else state <= 3'd0;
            end
            else if (T_INT2) state <= 3'd0;
            else state <= state + 1'b1;
        end
    end
    wire op_uses_base = (op_ld | op_st | op_ldi);
    wire is_r0_base = (IR[22:19] == 4'b0000);
    wire ba_active = (T1 & op_uses_base & is_r0_base);
    assign BAout = ba_active;
    assign Gra = ((T3 & is_alu_r) | (T3 & is_alu_2op) | (T3 & is_alu_i) | (T5 & op_ld) | (T4 & op_st) | 
                 (T1 & op_br) | (T1 & op_jr) | (T2 & op_jal)| 
                 (T1 & op_mfhi) | (T1 & op_mflo) | (T1 & op_in) | (T1 & op_out) |
                 (T1 & is_md) | (T1 & is_alu_2op) | (T1 & op_mtivr)) & ~ba_active;
    assign Grb = ((T1 & is_alu_r) | (T1 & is_alu_i) | (T1 & op_ld) | (T1 & op_st) |
                 (T2 & is_md) | (T2 & is_alu_2op)) & ~ba_active;
    assign Grc = (T2 & is_alu_r);
    assign GPR_Rin = (T3 & is_alu_r) | (T3 & is_alu_2op) | (T3 & is_alu_i) | (T5 & op_ld) | (T1 & op_jal) | 
                     (T1 & op_mfhi) | (T1 & op_mflo) | (T1 & op_in);
    assign GPR_Rout = (T1 & is_alu_r) | (T2 & is_alu_r) | 
                      (T1 & is_alu_2op) | (T2 & is_alu_2op) |
                      (T1 & is_alu_i) | 
                      (T1 & is_md) | (T2 & is_md) |
                      (T1 & op_ld) | (T1 & op_st) | (T4 & op_st) | 
                      (T1 & op_br) | (T1 & op_jr) | (T2 & op_jal) | (T1 & op_out) | (T1 & op_mtivr);
    assign EPCin = T_INT1;
    assign EPCout = (T1 & op_rfi);
    assign IVRin = (T1 & op_mtivr);
    assign IVRout = T_INT2;
    assign set_IE = (T1 & op_ei) | (T1 & op_rfi);
    assign clear_IE = (T1 & op_di) | T_INT1;
    assign PCjump = T4 & op_br;
    assign IRin = T0;
    assign Cout = (T2 & is_alu_i) | (T2 & op_ld) | (T2 & op_st) | (T3 & op_br);
    assign RYin = (T1 & is_alu_r) | (T1 & is_alu_2op) | (T1 & is_alu_i) | (T1 & is_md) | (T1 & op_ld) | (T1 & op_st) | (T2 & op_br);
    assign MARin = (T3 & op_ld) | (T3 & op_st);
    assign RAMread = (T4 & op_ld);
    assign RAMwrite = (T5 & op_st);
    assign MDRread = (T4 & op_ld);
    assign CONin = (T1 & op_br);
    assign OutPortEnable = (T1 & op_out);
    assign InPortStrobe = (T1 & op_in);
    assign RZout = 1'b0;
    assign RBin = 1'b0;
    assign RinHI[0] = (T4 & is_md);
    assign RinHI[1] = (T3 & is_md);
    assign RinHI[2] = (T2 & is_md);
    assign RinHI[3] = (T2 & is_alu_r) | (T2 & is_alu_2op) | (T2 & is_alu_i) | (T2 & op_ld) | (T2 & op_st) | (T3 & op_br) | (T2 & is_md);
    assign RinHI[4] = T0 | (T1 & op_jr) | (T2 & op_jal) | T_INT2 | (T1 & op_rfi);
    assign RinHI[5] = (T4 & op_ld) | (T4 & op_st);
    assign RinHI[15:6] = 10'b0;
    assign RoutHI[0] = (T1 & op_mfhi);
    assign RoutHI[1] = (T1 & op_mflo);
    assign RoutHI[2] = (T4 & is_md);
    assign RoutHI[3] = (T3 & is_alu_r) | (T3 & is_alu_2op) | (T3 & is_alu_i) | (T3 & op_ld) | (T3 & op_st) | (T4 & op_br) | (T3 & is_md);
    assign RoutHI[4] = T0 | (T2 & op_br) | (T1 & op_jal) | T_INT1;
    assign RoutHI[5] = (T5 & op_ld);
    assign RoutHI[6] = (T1 & op_in);
    assign RoutHI[15:7] = 9'b0;
    assign ALUControl = 
        (op_add | op_addi | op_ld | op_st | op_br | op_ldi) ? 16'd12 :
        (op_sub) ? 16'd13 :
        (op_and | op_andi) ? 16'd1 :
        (op_or | op_ori) ? 16'd2 :
        (op_not) ? 16'd3 :
        (op_neg) ? 16'd6 :
        (op_rol) ? 16'd7 :
        (op_ror) ? 16'd8 :
        (op_shl) ? 16'd9 :
        (op_shr) ? 16'd10 :
        (op_shra) ? 16'd11 :
        (op_mul) ? 16'd14 :
        (op_div) ? 16'd15 :
        16'd0;
endmodule
[/design/flow/run.sh]
#!/bin/bash
# OpenROAD 26Q1-2900-gdf79404cd8, Yosys 0.63+post, stock flow scripts
make -C /OpenROAD-flow-scripts/flow DESIGN_CONFIG=/design/flow/config.mk WORK_HOME=/design/flow/orfs finish
[/design/flow/config.mk]
export PLATFORM = sky130hd
export DESIGN_NAME = control
export DESIGN_NICKNAME = control
export VERILOG_FILES = /design/flow/design.v
export SDC_FILE = /design/flow/constraint.sdc
export NUM_CORES = 4
export LEC_CHECK = 1
export CORE_AREA = 10 10 90 90
export DIE_AREA = 0 0 100 100
[/design/flow/constraint.sdc]
current_design control

set clk_period 2.5
set clk_io_pct 0.2

create_clock -name clk0 -period $clk_period [get_ports {clock}]

set non_clock_inputs [all_inputs -no_clocks]
set_input_delay [expr $clk_period * $clk_io_pct] -clock clk0 $non_clock_inputs
set_output_delay [expr $clk_period * $clk_io_pct] -clock clk0 [all_outputs]
==> Changelog: implementation <==
### Metrics

* Outcome: finished with violations
* Violated checks: setup timing
* Final Max Tran Viols at 0
* FP Rows at 29
* Worst Path Arrival at a little over 2 ns
* Worst IR Drop VDD at 0.000167 V
* Post-placement cell count at 374
* Hold-fix buffers at CTS at 0
* Num CTS Buffers at 3
* Synth Seq Share at 7.69%
* Largest net degree at the start of global routing at 15
* PD cells at 257 nW/um2
* Worst hold path class: input port to asynchronous set/reset pin
* DR vias at around 1800
* Fin area at about 2700 um2
* Vias per cell at 4.55
* Vias in the first global route at roughly 1900
* I/O Pins at roughly 110
* Ys async rst share at around 100%
* Die width at ~100 um
* Worst slack, placed at -0.451 ns
* Top Layout Cells: buf_4 (66), conb_1 (33), clkdlybuf4s50_1 (30)
* Final Util at a little over two fifths
* Final Hold Vio Count at 0
* Htree depth at 1
* CORE AREA at ~6300 um2
* Data required time of the worst path at ~2 ns
* DR iter-0 viols at about 130
* Clk latency late pin at between 0.2 and 0.25 ns
* Clock sinks at 4
* Yosys warns at 1
* Clock skew at roughly 0.0050 ns
* Fin Hold WS at between 0.4 and 0.5 ns
* RSZ-0062 raised after global routing: true
* Detailed Routing Iterations Pass 1 at 4
* Reg-to-reg startpoint: state[1]
* Clock Path Buffers at 2
* Die Ht at 100 um
* Ys flops at 4
* Highest clock rate at ~400 MHz
* TritonCTS clock tree: done
* Critical path fanouts, max at 4
* Max_cap viols at 0
* PortBufs at roughly 54
* CP startpoint kind: register
* Diodes inserted at 0
* Worst-path clk slew at 0.03 ns
* Yosys stat area at roughly 1300 um2
* DRC violations left at 0
* Log Warnings at approximately 55
* GRT Residual Overflow at 0
* Post-Place Cell Area at about 2200 um2
* DR WL/cell at around 15 um
* Post-Syn Area at about 1300 um2
* Synth area leaders: buf_4 (21%), nor2_1 (6.0%), dfrtp_1 (5.7%)
* Top_reg_cell synth: dfrtp_1
* Kind of critical path: register to primary output
* Final worst path period need at 2.52 ns
* Critical path endpoint category: primary output
* P&R area growth vs syn at 103%
* Initial Util at between 20% and 30%
* Yosys cell count at about 200
* Synth Area per Inst at 6.59 um2
* Post-synthesis cell count at approximately 200
* Post-synth tally of flip-flops with integrated enable at 0
* Largest area contributor in the netlist: buf_4
* Final HPWL DP at around 4.5 mm
* Period utilization at 101%
* Top cell area share at 20.5%
* Routed WL at 6.01 mm
* Layout Cells excl Fill at 395
* Most frequent logic cell in the layout: buf_4
* Final worst slack at -0.0154 ns
* Antenna Nets Post-Route at 0
* First-pass GRT wire length at 9.47 mm
* Overall Global Routing Usage at a little under an eighth
* Layout cells sized above 1 at between 40% and 50%
* Leakage at ~1.4 nW
* Initial antenna violation count at 0
* Final Wtd Congestion at about 0.9
* Die footprint at ~10000 um2
* Root Driver: clkbuf_8
* Crit path from: state[0]
* Distinct cells, synth at 50
* Setup violators final at 1
worst max-delay path: stages (launching register included):
cell,delay (ns)
dfrtp_1,0.42
inv_2,0.10
ha_1,0.18
nand2_1,0.08
o21ai_1,0.14
nor4b_4,0.25
a31oi_2,0.08
nand3_1,0.08
clkdlybuf4s50_1,0.47
flip-flops by register name (all words and copies together) (netlist names):
name and count:
run 1, state 3
cells in the mapped netlist, types with 3 or more instances:
cell	instances
nand3_1	8
inv_1	9
nand2b_1	7
nor2b_1	4
o21ai_0	12
a31oi_1	3
nor2_1	21
clkbuf_1	4
buf_2	5
nand3b_1	4
nor4b_1	3
ha_1	6
nand2_1	18
dfrtp_1	3
nor3_1	8
o22ai_1	3
buf_4	36
a21oi_1	7
metal layers:
layer | vias up | track usage, % | wire, um
li1 | 864 | - | -
met4 | 0 | 0.870 | 25
met1 | 845 | 15.4 | 2730
met3 | 2 | 3.61 | 583
met2 | 85 | 17.8 | 2670
met5 | - | 0 | 0
power breakdown:
part,switching [mW],leakage [nW],internal (mW)
sequential,0.0111,0.0465,0.0732
clock,0.0327,0.0228,0.109
combinational,0.217,1.32,0.244
total,0.261,1.39,0.426
what timing repair did:
item,4_1_cts,5_1_grt
cloned,3,0
gates resized,79,37
buffers inserted,7,9
endpoints found under the setup margin,37,27
pin swaps,9,7
final cells by class:
| type | instances | area (um2) |
|---|---|---|
| inverters | 10 | 37.5 |
| repair buffers | 130 | 1140 |
| flip-flops and latches | 4 | 101 |
| fillers | 587 | 3600 |
| multi-input cells | 170 | 1250 |
| well taps | 77 | 96.3 |
| clock buffers | 4 | 45.0 |
final timing paths:
| check | end | slack, ns | cells after the start |
|---|---|---|---|
| worst min register to register | state[0] | 0.58 | 1 |
| min in group clk0 | state[0] | 0.58 | 1 |
| worst min-delay path | state[1] | 0.47 | 2 |
| worst max-delay path | GPR_Rout | -0.02 | 8 |
| max in group asynchronous | run | 1.79 | 2 |
| worst max register to register | state[1] | 0.59 | 8 |
kinds of logic (layout without fill, tap and decap cells):
logic type,after synthesis,in the layout,share of synthesized area (%)
AND-OR/OR-AND,41,41,22.1
XOR/XNOR,1,1,0.665
adder cells (fa/ha/maj),6,6,5.70
buffers and inverters,58,144,27.8
flip-flops,4,4,7.69
other,1,33,0.285
AND/OR/NAND/NOR,89,89,35.7
stage by stage:
stage / TNS (ns) / power (mW)
3_3_place_gp: -10.96 / 0.461
3_5_place_dp: -10.47 / 0.463
4_1_cts: -0.176 / 0.656
5_1_grt: -0.421 / 0.741
6_report: -0.0154 / 0.687
2_1_floorplan: 0 / 0.270
Power and IR drop assume default switching activity.
