### design/flow/config.mk
export PLATFORM = sky130hd
export DESIGN_NAME = Bus
export DESIGN_NICKNAME = Bus
export VERILOG_FILES = /design/flow/design.v
export SDC_FILE = /design/flow/constraint.sdc
export NUM_CORES = 4
export LEC_CHECK = 1
export CORE_AREA = 10 10 346 346
export DIE_AREA = 0 0 356 356
### design/flow/constraint.sdc
current_design Bus

set clk_period 9.9
set clk_io_pct 0.2

create_clock -name clk0 -period $clk_period

set non_clock_inputs [all_inputs -no_clocks]
set_input_delay [expr $clk_period * $clk_io_pct] -clock clk0 $non_clock_inputs
set_output_delay [expr $clk_period * $clk_io_pct] -clock clk0 [all_outputs]
### design/flow/design.v
module Bus (
	input [31:0]BusMuxInR0, input [31:0]BusMuxInR1, input [31:0]BusMuxInR2, input [31:0]BusMuxInR3,
	input [31:0]BusMuxInR4, input [31:0]BusMuxInR5, input [31:0]BusMuxInR6, input [31:0]BusMuxInR7,
	input [31:0]BusMuxInR8, input [31:0]BusMuxInR9, input [31:0]BusMuxInR10, input [31:0]BusMuxInR11,
	input [31:0]BusMuxInR12, input [31:0]BusMuxInR13, input [31:0]BusMuxInR14, input [31:0]BusMuxInR15,
	input [31:0]BusMuxInHI, input [31:0]BusMuxInLO, input [31:0]BusMuxInZHigh, input [31:0]BusMuxInZLow,
	input [31:0]BusMuxInPC, input [31:0]BusMuxInMDR, input [31:0]BusMuxInPort, input [31:0]BusMuxInCSignExtended,
	input [31:0]BusMuxInEPC, input [31:0]BusMuxInIVR,
	input [31:0] Rout,  
	output wire [31:0]BusMuxOut
);
reg [31:0]q;
wire [4:0]S;
assign S[0] = Rout[1]  | Rout[3]  | Rout[5]  | Rout[7]  | Rout[9]  | Rout[11] | Rout[13] | Rout[15] |
				Rout[17] | Rout[19] | Rout[21] | Rout[23] | Rout[25] | Rout[27] | Rout[29] | Rout[31];
assign S[1] = Rout[2]  | Rout[3]  | Rout[6]  | Rout[7]  | Rout[10] | Rout[11] | Rout[14] | Rout[15] |
				Rout[18] | Rout[19] | Rout[22] | Rout[23] | Rout[26] | Rout[27] | Rout[30] | Rout[31];
assign S[2] = Rout[4]  | Rout[5]  | Rout[6]  | Rout[7]  | Rout[12] | Rout[13] | Rout[14] | Rout[15] |
				Rout[20] | Rout[21] | Rout[22] | Rout[23] | Rout[28] | Rout[29] | Rout[30] | Rout[31];
assign S[3] = Rout[8]  | Rout[9]  | Rout[10] | Rout[11] | Rout[12] | Rout[13] | Rout[14] | Rout[15] |
				Rout[24] | Rout[25] | Rout[26] | Rout[27] | Rout[28] | Rout[29] | Rout[30] | Rout[31];
assign S[4] = Rout[16] | Rout[17] | Rout[18] | Rout[19] | Rout[20] | Rout[21] | Rout[22] | Rout[23] |
				Rout[24] | Rout[25] | Rout[26] | Rout[27] | Rout[28] | Rout[29] | Rout[30] | Rout[31];
always @ (*) begin
	case (S)
		5'd0: q = BusMuxInR0;
		5'd1: q = BusMuxInR1;
		5'd2: q = BusMuxInR2;
		5'd3: q = BusMuxInR3;
		5'd4: q = BusMuxInR4;
		5'd5: q = BusMuxInR5;
		5'd6: q = BusMuxInR6;
		5'd7: q = BusMuxInR7;
		5'd8: q = BusMuxInR8;
		5'd9: q = BusMuxInR9;
		5'd10: q = BusMuxInR10;
		5'd11: q = BusMuxInR11;
		5'd12: q = BusMuxInR12;
		5'd13: q = BusMuxInR13;
		5'd14: q = BusMuxInR14;
		5'd15: q = BusMuxInR15;
		5'd16: q = BusMuxInHI;
		5'd17: q = BusMuxInLO;
		5'd18: q = BusMuxInZHigh;
		5'd19: q = BusMuxInZLow;
		5'd20: q = BusMuxInPC;
		5'd21: q = BusMuxInMDR;
		5'd22: q = BusMuxInPort;
		5'd23: q = BusMuxInCSignExtended;
		5'd24: q = BusMuxInEPC;
        5'd25: q = BusMuxInIVR;
		default: q = 32'd0;
	endcase
end
assign BusMuxOut = q;
endmodule
### design/flow/run.sh
#!/bin/bash
# OpenROAD 26Q1-2900-gdf79404cd8, Yosys 0.63+post, stock flow scripts
make -C /OpenROAD-flow-scripts/flow DESIGN_CONFIG=/design/flow/config.mk WORK_HOME=/design/flow/orfs finish
==> run notes <==
• **hold buffer count at cts** 0
• **Net Sw Frac** 25.5%
• **Synth top area share** 16.7%
• **part of the total power dissipated in sequential elements** 0%
• **total congestion overflow after global routing** 0
• **total DRC errors in the routed layout** 0
• **overall global routing resource usage** 23.2%
• **number of distinct standard cells referenced by the synthesized netlist** 54
• **area growth from synthesis to final layout** 186%
• **WL/cell** 44.7 um
• **vertical die dimension** 356 um
• **final worst-path cycle share** 90.2%
• **area of the mapped netlist** 6260 sq um
• **final wirelength** 154000 um
• **number of nets with antenna violations after detailed routing** 0
• **final core area utilization** 15.9%
• **net switching power** 0.000107 W
• **final non-filler cell area** 17900 sq um
• **clock group share of total power** 0%
• **share of layout cells above drive strength 1** 9.96%
• **total of clock buffers placed in the layout** 0
• **maximum fanout count along the critical path** 15
• **fp util** 5.58%
• **total area of sequential cells** 0 sq um
• **Post-CTS Resized** 0
• **final hold violation count** 0
• **maximum number of pins on one net before global-route repair** 68
• **PnR worst setup slack** 0.966 ns
• **kind of critical path** in -> out
• **Max VDD drop** 0.00873 mV
• **Syn Inst Count** 985
• **TNS Setup** 0 ns
• **proportion of synthesized chip area in sequential cells** 0%
• **most common library cells after synthesis** nand2_1 (192), a22oi_1 (139), nand3_1 (60), clkbuf_1 (53), nand4_1 (49)
• **number of detailed-route iterations in the first pass** 8
• **width of the chip** 356 um
• **tool warnings** 33
• **internal power** 0.000313 W
• **Tightest Hold Check Type** in -> out
• **core area** 112000 sq um
• **post-CTS repair timing setup buffer count** 0
• **endpoint class of the critical path** output port
• **vias per std cell** 4.34
• **Via Count** 14900
• **sequential cell count of the final layout** 0
• **Peak Freq** 112 MHz
• **cell area after placement** 17800 sq um
• **crit path DRT** 7.92 ns
• **relative max-transition margin** 34.6%
• **status** completed
• **pre-CTS setup slack** 1.22 ns
• **synthesized area per cell** 6.36 sq um
• **unrepaired setup endpoints after global routing** false
• **total half-perimeter wirelength after legalization and detailed placement** 132000 um
• **Comb power frac** 100.0%
• **Arrival @ worst endpoint** 6.95 ns
• **smallest hold slack** 4.98 ns
• **transition at the pin with the smallest max-transition slack** 0.981 ns
• **main area contributors after synthesis** a22oi_1 (17%), nand2_1 (12%), a222oi_1 (6.6%)
• **first-iteration detailed-routing DRC count** 1785
• **global-route wire length before repair** 184000 um
• **cell type with the highest aggregate area in the netlist** a22oi_1
• **die area** 127000 sq um
• **number of buffers added on ports** 895
• **Leak Pwr** 5.91 nW
• **Synth top cell by count** nand2_1
• **ratio of total power to cell area** 23.5 nW/um^2
• **clock period minus final worst setup slack** 8.93 ns
• **Row Count** 123
• **number of max-slew violations in the final report** 0
• **setup violation total in the final timing report** 0
• **count of boundary I/O pins** 896
• **number of global-route vias before repair** 14500
• **worst hold path cell count** 4
• **Yosys chip area** 6260 sq um
• **Yosys Warn Count** 1
• **antenna violations before repair** 141
• **MaxCap Viol Count** 0
• **Final Wtd Congestion** 0.950
• **Critical Path Start Type** input port
• **Yosys Instances** 985
[final cells by class]
cell class	count	area [sq um]
timing repair buffer	1014	9930
fill	12800	94400
multi-input combinational	884	6010
antenna	41	103
tap	1500	1880
[metal layers]
metal | vias to the layer above | track usage (%) | wire length (um)
met2 | 1218 | 37.0 | 70700
met4 | 162 | 5.25 | 3760
met3 | 305 | 10.7 | 18200
met5 | - | 0 | 1120
li1 | 5988 | - | -
met1 | 7240 | 28.2 | 59900
[per-stage QoR]
| stage | power [W] | std cells |
|---|---|---|
| detailed placement | 0.000415 | 3398 |
| global route | 0.000436 | 3412 |
| floorplan | 0.0000265 | 985 |
| CTS | 0.000419 | 3398 |
| global placement | 0.000415 | 3398 |
| finish | 0.000420 | 3439 |
[layout by cell type (no fill, tap or decap), drive strengths merged, types with 4 or more instances in the layout]
cell type / n
clkdlybuf4s50: 895
nand2: 192
a22oi: 139
buf: 119
nand3: 61
nand4: 51
diode: 41
a222oi: 41
mux2i: 36
and3: 34
a21oi: 34
nor2: 34
a22o: 27
nor3: 27
a32oi: 25
mux2: 22
o21ai: 20
nor4: 19
a31oi: 15
or4: 13
a221oi: 12
and4: 12
a211oi: 8
o22ai: 6
o2bb2ai: 6
o2111ai: 5
a221o: 5
a2111oi: 5
o211ai: 4
nand4b: 4
a2111o: 4
or3: 4
a311oi: 4
[power by group through the flow]
| stage | Sequential (W) | Combinational, W | Clock, W |
|---|---|---|---|
| 6_report | 0 | 0.000420 | 0.000000000397 |
| 5_1_grt | 0 | 0.000436 | 0.000000000177 |
| 4_1_cts | 0 | 0.000419 | 0 |
[worst max-delay path, stage by stage]
cell	delay (ns)
clkdlybuf4s50_1	0.46
nor4_1	0.70
nand4_1	0.16
buf_4	0.28
nor3_1	0.79
and3_2	0.74
buf_4	0.46
a22oi_1	0.12
nand3_1	0.36
or3_1	0.17
clkdlybuf4s50_1	0.63
[logic make-up after synthesis]
kind of cell           count (synthesis)  share of synthesized area [%]
and+or+nand+nor                      452                           36.3
AOI/OAI and AO/OA                    373                           46.4
buffers and inverters                101                           7.21
muxes                                 59                           10.1
[final timing paths]
check,startpoint,endpoint
setup / recovery,Rout[15],BusMuxOut[8]
hold / removal,BusMuxInZHigh[11],BusMuxOut[11]
Power figures rest on the tool's default switching activity, not on a simulated workload.
